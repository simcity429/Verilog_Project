File: design/flow/design.v
module demux(inData, switch, clk, sw, t);
  input [11:0] inData;
  input switch, clk;
  output [11:0] sw, t;
  reg [11:0] sw, t;
  always @ (posedge clk) begin
    if (switch) begin
      sw <= inData;
      t <= 0;
    end
    else begin
    sw <= 0;
    t <= inData;
    end
  end
endmodule
module keypad_scan(clk, rst, key_col, key_row, key_data);
  input clk, rst;  
  input [3:0] key_row;
  output [2:0] key_col;
  output [11:0] key_data;
  reg [11:0] key_data;
  reg [2:0] state;
  wire key_stop;
  parameter no_scan = 3'b000;
  parameter column1 = 3'b001;
  parameter column2 = 3'b010;
  parameter column3 = 3'b100;
  assign key_stop=key_row[0] | key_row[1] | key_row[2] | key_row[3];
  assign key_col = state;
  always @(posedge clk or posedge rst) begin
    if (rst) state <= no_scan;
    else begin
      if (!key_stop) begin
        case (state)
          no_scan: state <= column1;
          column1: state <= column2;
          column2: state <= column3;
          column3: state <= column1;
          default: state <= no_scan;
        endcase
      end
    end
  end
  always @ (posedge clk) begin
    case (state)
      column1: case(key_row)
        4'b0001: key_data <= 12'b0000_0000_0001;
        4'b0010: key_data <= 12'b0000_0000_1000;
        4'b0100: key_data <= 12'b0000_0100_0000;
        4'b1000: key_data <= 12'b0010_0000_0000;  
        default: key_data <= 12'b0000_0000_0000;
      endcase
      column2: case(key_row)
        4'b0001: key_data <= 12'b0000_0000_0010;
        4'b0010: key_data <= 12'b0000_0001_0000;
        4'b0100: key_data <= 12'b0000_1000_0000;
        4'b1000: key_data <= 12'b0100_0000_0000;  
        default: key_data <= 12'b0000_0000_0000;
      endcase
      column3: case(key_row)
        4'b0001: key_data <= 12'b0000_0000_0100;
        4'b0010: key_data <= 12'b0000_0010_0000;
        4'b0100: key_data <= 12'b0001_0000_0000;
        4'b1000: key_data <= 12'b1000_0000_0000;  
        default: key_data <= 12'b0000_0000_0000;
      endcase
      default: key_data <= 12'b0000_0000_0000;
    endcase
  end
endmodule
module light_distributor(i, clk, o);
  input i, clk;
  output [7:0] o;
  reg [7:0] o;
  always @ (posedge clk) begin
    if (i==1) begin
      o[0] <= 1;
      o[1] <= 1;
      o[2] <= 1;
      o[3] <= 1;
      o[4] <= 1;
      o[5] <= 1;
      o[6] <= 1;
      o[7] <= 1;
    end
    else begin
      o[0] <= 0;
      o[1] <= 0;
      o[2] <= 0;
      o[3] <= 0;
      o[4] <= 0;
      o[5] <= 0;
      o[6] <= 0;
      o[7] <= 0;
    end
  end
endmodule
module mux(swData, tData, switch, clk, O);
  input [23:0] swData, tData;
  input switch;
  input clk;
  output [23:0] O;
  reg [23:0] O;
  always @ (posedge clk) begin
    if (switch) O <= swData;
    else O <= tData;
  end
endmodule
module outBuffer(in_data, clk, seg_data, seg_position);
  input [23:0] in_data;
  input clk;
  output [7:0] seg_data;
  output [5:0] seg_position;
  reg		[13:0]	clk_counter;
	reg				slow_clk;
	reg		[2:0]	state;
	reg [7:0] seg_data;
	reg [5:0] seg_position;
	reg		[3:0]	min_10, min_1, sec_10, sec_1, tm_10, tm_1;
  parameter tm_1_s = 0;
  parameter tm_10_s = 1;
  parameter sec_1_s = 2;
  parameter sec_10_s = 3;
  parameter min_1_s = 4;
  parameter min_10_s = 5;
  function [7:0] myfunc;
    input [3:0] digit;
    begin
      case (digit)
        0: myfunc = 8'b11111100;  
        1: myfunc = 8'b01100000; 
        2: myfunc = 8'b11011010;  
        3: myfunc = 8'b11110010;  
        4: myfunc = 8'b01100110;  
        5: myfunc = 8'b10110110;  
        6: myfunc = 8'b00111110;  
        7: myfunc = 8'b11100000;  
        8: myfunc = 8'b11111110;  
        9: myfunc = 8'b11100110;  
        default: myfunc = 8'b00000000;
      endcase 
    end
  endfunction
  always @(posedge clk) begin
		if (clk_counter < 8000)		slow_clk = 1;
		else						slow_clk = 0;
		clk_counter = clk_counter + 1;
		if (clk_counter == 16000)	clk_counter = 0;
	end
	always @ (posedge clk) begin
	  tm_1 <= in_data[3:0];
	  tm_10 <= in_data[7:4];
	  sec_1 <= in_data[11:8];
	  sec_10 <= in_data[15:12];
	  min_1 <= in_data[19:16];
	  min_10 <= in_data[23:20];
	end
  always @(posedge slow_clk) begin
		case (state)
			tm_1_s: begin	seg_data = myfunc(tm_1);	seg_position = 6'b111110;	end
			tm_10_s: begin	seg_data = myfunc(tm_10);	seg_position = 6'b111101;	end
			sec_1_s: begin	seg_data = myfunc(sec_1);	seg_position = 6'b111011;	end
			sec_10_s: begin	seg_data = myfunc(sec_10);	seg_position = 6'b110111;	end
			min_1_s: begin	seg_data = myfunc(min_1);	seg_position = 6'b101111;	end
			min_10_s: begin	seg_data = myfunc(min_10);	seg_position = 6'b011111;	end
		endcase
		state = state + 1;
		if (state == 6)	state = 0;
	end
endmodule
module smallMux(s, t, switch, clk, out);
  input s, t, switch;
  input clk;
  output out;
  reg out;
  always @ (posedge clk) begin
    if(switch == 0) out <= t;
    else out <= s;
  end
endmodule
module stopWatch(clk, switch, in_data, rst_out, out_data);
	input			clk;
	input switch;
	input [11:0] in_data;
	output rst_out;
	output [23:0] out_data;
	reg rst_out = 0;
	reg [23:0] out_data = 0;
	reg		[31:0]	cycle_cnt = 0;
	reg		[6:0]	min = 0;
	reg		[6:0]	sec = 0;
	reg		[7:0]	tm_sec = 0;
	reg		[3:0]	min_10, min_1, sec_10, sec_1, tm_sec_10, tm_sec_1;
	reg				fnd_clk = 0;
	reg		[12:0]	fnd_cnt = 0;
	reg [1:0] state = 0;
	parameter disabled = 0;
	parameter reset_state = 1;
	parameter count_state = 2;
	parameter stop_state = 3;
	always @ (posedge clk) begin
	 if(switch == 1 && state == disabled) begin  
	   state <= reset_state;
	 end
	 else begin
	   state <= disabled;
	 end
	 if (in_data == 12'b0010_0000_0000) begin  
	   rst_out <= 1;
	   state <= reset_state;
	 end
	 else if (in_data == 12'b1000_0000_0000) begin  
	   rst_out <= 1;
	   if (state == count_state)
	     state <= stop_state;
	   else 
	     state <= count_state;
	 end
	 else if (in_data == 12'b0000_0000_0000) begin
	   rst_out <= 0;
	 end
	 else begin
	   rst_out <= 0;
	 end
	 if (state == reset_state) begin
	   rst_out <= 0;
	   out_data <= 0;
     cycle_cnt <= 0;
     min <= 0;
     sec <= 0;
     tm_sec <= 0;
     min_10 <= 0;
     min_1 <= 0;
     sec_10 <= 0;
     sec_1 <= 0;
     tm_sec_10 <= 0;
     tm_sec_1 <= 0;
     fnd_clk <= 0;
     fnd_cnt <= 0;
	 end
	 if (state == count_state) begin
		  if (cycle_cnt == 0)			fnd_clk = 1;
		  else if (cycle_cnt == 32) begin	fnd_clk = 0; fnd_cnt = fnd_cnt + 1; end
		  cycle_cnt = cycle_cnt + 1;
		  if (cycle_cnt == 64)		cycle_cnt = 0;
	 end
	 if (fnd_cnt == 5120)	begin	
		  tm_sec = tm_sec + 1;
		  fnd_cnt = 0;
		  tm_sec_10 = tm_sec / 10;
		  tm_sec_1 = tm_sec % 10;
	 end
	 if (tm_sec == 100) begin	
		  tm_sec = 0;	
		  tm_sec_10 = 0;	
		  tm_sec_1 = 0;				
		  sec = sec + 1;			
		  sec_10 = sec / 10;	
		  sec_1 = sec % 10;	
	 end
	 if (sec == 60) begin	
		  sec = 0;				
		  sec_10 = 0;		
		  sec_1 = 0;					
		  min = min + 1;			
		  min_10 = min / 10;	
		  min_1 = min % 10;	
	 end
	 if (min == 60) begin 	
		 min <= 0;
     sec <= 0;
     tm_sec <= 0;
     min_10 <= 0;
     min_1 <= 0;
     sec_10 <= 0;
     sec_1 <= 0;
     tm_sec_10 <= 0;
     tm_sec_1 <= 0;				
	 end
	 out_data[3:0] <= tm_sec_1; 
	 out_data[7:4] <= tm_sec_10;
	 out_data[11:8] <= sec_1;
	 out_data[15:12] <= sec_10;
	 out_data[19:16] <= min_1;
	 out_data[23:20] <= min_10;
	end
endmodule
module timer(clk, switch, in_data, rst_out, light_out, out_data);
  input clk;
  input switch;
  input [11:0] in_data;
  output rst_out;
  output light_out;
  output [23:0] out_data;
  reg rst_out = 0;
  reg light_out = 0;
  reg [23:0] out_data = 0;
  reg		[31:0]	cycle_cnt = 0;
  reg		[6:0]	min = 0;
	reg		[6:0]	sec = 0;
	reg		[7:0]	tm_sec = 0;
	reg [3:0] tmp_data = 0;
	reg		[3:0]	min_10, min_1, sec_10, sec_1, tm_sec_10, tm_sec_1;
	reg				fnd_clk = 0;
	reg		[12:0]	fnd_cnt = 0;
	reg [2:0] state = 0;
	parameter disabled = 0;
  parameter reset_state = 1;
  parameter key_input_state = 2;
  parameter ready_state = 3;
  parameter countdown_state = 4;
  parameter zero_state = 5;
	always @ (posedge clk) begin
	 if(switch == 0 && state==disabled) begin
	   state <= reset_state;
	 end
	 else begin
	   state <= disabled;
	 end
	 if (in_data == 12'b0010_0000_0000) begin  
	   case (state)
	     reset_state: begin
	       rst_out <= 1;
	       state <= key_input_state;
	     end
	     key_input_state: begin
	       rst_out <= 1;
	       state <= ready_state;
	     end
	     ready_state: begin
	       rst_out <= 1;
	       state <= reset_state;
	     end
	     default: begin
	       rst_out <= 1;
	       state <= reset_state;
	     end
	   endcase  
	 end
	 else if (in_data == 12'b1000_0000_0000) begin  
	   case (state)
	     ready_state: begin
	       rst_out <= 1;
	       state <= countdown_state;
	     end
	     countdown_state: begin
	       rst_out <= 1;
	       state <= ready_state;
	     end
	     zero_state: begin
	       rst_out <= 1;
	       state <= reset_state;
	     end
	     default: begin
	       rst_out <= 1;
	       state <= reset_state;
	     end
	   endcase
	 end
	 else if (in_data == 12'b0000_0000_0000) begin  
	   rst_out <= 0;
	 end
	 else begin  
	   if (state == key_input_state) begin
	     rst_out <= 1;
	     case (in_data)
	       12'b0000_0000_0001: begin  
	         tmp_data <= 1;
	       end
	       12'b0000_0000_0010: begin   
	         tmp_data <= 2;
	       end
	       12'b0000_0000_0100: begin   
	         tmp_data <= 3;
	       end
	       12'b0000_0000_1000: begin   
	         tmp_data <= 4;
	       end
	       12'b0000_0001_0000: begin   
	         tmp_data <= 5;
	       end
	       12'b0000_0010_0000: begin   
	         tmp_data <= 6;
	       end
	       12'b0000_0100_0000: begin   
	         tmp_data <= 7;
	       end
	       12'b0000_1000_0000: begin   
	         tmp_data <= 8;
	       end
	       12'b0001_0000_0000: begin   
	         tmp_data <= 9;
	       end
	       12'b0100_0000_0000: begin   
	         tmp_data <= 0;
	       end
	       default begin
	         tmp_data <= 0;
	       end
	     endcase
	     out_data <= out_data << 4;
	     out_data[3:0] <= tmp_data;
	     tm_sec_1 <= out_data[3:0];
	     tm_sec_10 <= out_data[7:4];
	     sec_1 <= out_data[11:8];
	     sec_10 <= out_data[15:12];
	     min_1 <= out_data[19:16];
	     min_10 <= out_data[23:20];  
	   end    
	  end
	  if(state == reset_state) begin
	    rst_out <= 0;
      light_out <= 0;
      out_data <= 0;
      cycle_cnt <= 0;
      min <= 0;
      sec <= 0;
      tm_sec <= 0;
      tmp_data <= 0;
      min_10 <= 0;
      min_1 <= 0;
      sec_10 <= 0;
      sec_1 <= 0;
      tm_sec_10 <= 0;
      tm_sec_1 <= 0;
      fnd_clk <= 0;
	  end
	  if (state == countdown_state || state == zero_state) begin
		  if (cycle_cnt == 0)			fnd_clk = 1;
		  else if (cycle_cnt == 32) begin	fnd_clk = 0; fnd_cnt = fnd_cnt+1; end
		  cycle_cnt = cycle_cnt + 1;
		  if (cycle_cnt == 64)		cycle_cnt = 0;
	  end
	  if (state == countdown_state && min==0 && sec==0 && tm_sec==0) begin
		  state <= zero_state;
		  fnd_cnt <= 0;
		  light_out <= 1;
		end
		if (fnd_cnt == 5120 && state == countdown_state)	begin	
		  tm_sec = tm_sec - 1;
		  fnd_cnt = 0;
		  tm_sec_10 = tm_sec / 10;
		  tm_sec_1 = tm_sec % 10;
		end
		if (tm_sec == 0 && state == countdown_state) begin	
		  tm_sec = 99;	
		  tm_sec_10 = 9;	
		  tm_sec_1 = 9;				
		  sec = sec - 1;			
		  sec_10 = sec / 10;	
		  sec_1 = sec % 10;	
		end
		if (sec == 0 && state == countdown_state) begin	
		  sec = 59;				
		  sec_10 = 5;		
		  sec_1 = 9;					
		  min = min - 1;			
		  min_10 = min / 10;	
		  min_1 = min % 10;	
		end
		if (min == 0 && state == countdown_state) begin 			
		  min_10 = 0;		
		  min_1 = 0;					
		end
		if (state == zero_state) begin
	   if (fnd_cnt == 512000)	begin	
	     if (light_out) light_out <= 0;
	     else light_out <= 1;
		   fnd_cnt = 0;
		 end
	  end
	  if(state != key_input_state) begin
	   out_data[3:0] <= tm_sec_1; 
	   out_data[7:4] <= tm_sec_10;
	   out_data[11:8] <= sec_1;
	   out_data[15:12] <= sec_10;
	   out_data[19:16] <= min_1;
	   out_data[23:20] <= min_10;
	  end
	end
endmodule
module topModule(clk, switch, key_row, key_col, seg_data, seg_position, light_out);
  input clk, switch;
  input [3:0] key_row;
  output [2:0] key_col;
  output [7:0] seg_data;
  output [5:0] seg_position;
  output [7:0] light_out;
  wire [11:0] scannerToDemux;
  wire scannerRst;
  wire [11:0] toSWData, toTimerData;
  wire [23:0] fromSWData, fromTimerData, finalData;
  wire rst_out_s, rst_out_t;
  wire light;
  keypad_scan myks(clk, scannerRst, key_col, key_row, scannerToDemux);
  demux mydemux(scannerToDemux, switch, clk, toSWData, toTimerData);
  stopWatch mysw(clk, switch, toSWData, rst_out_s, fromSWData);
  timer mytimer(clk, switch, toTimerData, rst_out_t, light, fromTimerData);
  smallMux mysmallmux(rst_out_s, rst_out_t, switch, clk, scannerRst);
  light_distributor myld(light, clk, light_out);
  mux mymux(fromSWData, fromTimerData, switch, clk, finalData);
  outBuffer mybuffer(finalData, clk, seg_data, seg_position);
endmodule
File: design/flow/run.sh
#!/bin/bash
# OpenROAD 26Q1-2900-gdf79404cd8, Yosys 0.63+post, stock flow scripts
make -C /OpenROAD-flow-scripts/flow DESIGN_CONFIG=/design/flow/config.mk WORK_HOME=/design/flow/orfs finish
File: design/flow/config.mk
export PLATFORM = sky130hd
export DESIGN_NAME = topModule
export DESIGN_NICKNAME = topModule
export VERILOG_FILES = /design/flow/design.v
export SDC_FILE = /design/flow/constraint.sdc
export NUM_CORES = 4
export LEC_CHECK = 1
export CORE_UTILIZATION = 40
File: design/flow/constraint.sdc
current_design topModule

set clk_period 1.6
set clk_io_pct 0.2

create_clock -name clk0 -period $clk_period [get_ports {clk}]

set non_clock_inputs [all_inputs -no_clocks]
set_input_delay [expr $clk_period * $clk_io_pct] -clock clk0 $non_clock_inputs
set_output_delay [expr $clk_period * $clk_io_pct] -clock clk0 [all_outputs]
==> metrics.cfg <==
[power_and_ir_drop]
powerDensity_nw_per_um2 = 678
cellInternalPower_mw = 15.7
vdd_drop_max_v = 0.000747
totalPowerFinal_mw = 19.9
share_clk_of_total_power = 0.501
power.net_switching_mw = 4.17
power.leakage_nw = 12.3
combinational_fraction_of_design_power = 0.021
seq_power_share = 0.478
power.switching_fraction = 0.209

[place]
port_buffers = 29
placed_cells_incl_taps = 3374
finalWeightedCongestion = 0.949
setup_ws_pre_cts_ps = -5400
dp_hpwl_um = 35900

[global_routing]
overflow = 0
gr_usage_total = 0.207
grt_start_max_net_pins = 52
via_count_of_the_first_global_routing_pass = 17300
grt_first_pass_wirelength_um = 83300
grt_antenna_before_repair = 0

[cts]
cts-root-buf = clkbuf_16
worst_skew_pair.late_latency_ps = 570
tritoncts_clock_tree = yes
ctsHoldBuffers = 0
ctsHtreeMaxLevel = 2
clock_tree_buffer_depth = 3
cts_buffers = 42
cts.reportedPaths.clkPinSlew_ps = 60

[drt]
final_routed_wire_length_divided_by_cell_count_um = 14.3
antennaDiodeCount = 0
route.detailed.vias_per_inst = 5.09
vias = 17900
drt_wl_total_um = 50200
route.detailed.drc = 0
drt_iter0_markers = 919
first_pass_iters = 5
final_antenna_net_count = 0

[synth]
synthesis.area_per_instance_sq_um = 9.07
count_of_flip_flops_with_a_built_in_enable_after_synthesis = 101
synthMuxAreaShare = 0.0345
area_leaders = dfxtp_1 28%, edfxtp_1 15%, xnor2_1 5.3%
async_reset_ff_frac = 0.00789
yosys.area_share.aoi = 0.143
simple_gate_area_share_of_the_yosys_netlist = 0.219
synth_chip_area_sq_um = 19800
yosys-stat-cells = 2178
yosys_most_used_dff = dfxtp_1
ys.warnings.count = 8
synthesis.area_sq_um = 19800
yosysUniqueCellTypes = 96
yosys.area.top_type = dfxtp_1
synth-adder-area-share = 0.0438
synthCells = 2178
yosys.area_share.xor_xnor = 0.0869
ys_seq_frac = 0.437
synthDominantCellAreaShare = 0.280
synth.logic.top_family = simple AND/OR/NAND/NOR gates
yosys_register_bits = 380

[floorplan]
io_pins = 31
fp.dieW_um = 224
chip_area_sq_um = 50300
core_sq_um = 48800
placement_rows = 81
initial_core_util = 0.404
die_height_um = 224

[sta]
final_hold_viol_count = 0
maxSlewHeadroom = 0.458
slew_viol_final = 0
unclocked_regs = 16
worst_hold_slack_across_all_endpoints_ps = 65.3
worst-slew-pin-transition_ps = 810
final_period_minus_worst_setup_slack_ps = 6830
finalWorstSetupSlack_ps = -5230
fmax_ghz = 0.146
grt_setup_unrepaired = true
clock_skew_ps = 26.3
unconstrained_endpoints = 42
post-route-period-util = 4.27
finalSetupViolCount = 265

[finish]
finish.cell_count_without_fillers = 3514
area_growth_from_synthesis_to_final_layout_pct = 48.5
filler_instances = 3830
drive_gt1_frac = 0.386

[outcome]
result_of_the_run = finished with violations
failed_checks = negative setup slack

[critical_path]
rrSetupSlack_ps = -5230
slowest_delay_ps = 520
worst_reg_to_reg_cells = 32
crit_type = reg2reg
startpoint = mytimer.cycle_cnt[1]
crit_reg_reg_endpoint = mytimer.out_data[18]
cp_max_fo = 5
cp.buffers_inverters = 4
worst-endpoint-required_ps = 2020
critical_path_depth = 32
timing.critical_path.max_delay_family = simple AND/OR/NAND/NOR gates
critPathArrivalTime_ps = 7240
critical_path.startpoint_type = flip-flop
endpoint = mytimer.out_data[18]
crit_path_max_delay_cell_type = or4_4
r2r_start = mytimer.cycle_cnt[1]
endpoint_kind = flip-flop

[min_path]
hold_path_class = reg2async

[flow_run]
warnings = 64
cap_violations = 0

==> timing repair <==
action | in CTS | in global routing
pin swaps | 67 | 37
setup buffers | 36 | 25
gates resized | 170 | 102
setup endpoints to repair | 268 | 291
gates cloned | 6 | 0
==> metal layers <==
| metal | vias to the layer above | wire length [um] | track usage |
|---|---|---|---|
| li1 | 9100 | - | - |
| met3 | 76 | 1990 | 0.0319 |
| met2 | 313 | 22700 | 0.321 |
| met5 | - | 0 | 0 |
| met1 | 8388 | 24500 | 0.319 |
| met4 | 0 | 965 | 0.0373 |
==> cell usage in the layout (no fill, tap or decap), drive strengths merged, types with 70 or more instances in the layout <==
cell	Yosys	layout
nand3	70	70
inv	84	86
a21oi	74	74
buf	24	654
xor2	76	76
o21ai	97	97
nand2	204	204
edfxtp	101	101
nor2	256	256
xnor2	120	120
dfxtp	276	276
==> stage by stage <==
stage | instance area (sq um) | utilization | TNS [ps]
after floorplan | 21100 | - | -457740
after global placement | 26000 | 0.533 | -501590
after detailed placement | 26000 | 0.533 | -503380
after CTS | 28700 | 0.587 | -480720
after global routing | 29300 | 0.601 | -522680
final | 29300 | 0.601 | -475660
==> cells in the mapped netlist (28+ instances only) <==
library cell  count
nand3_1          70
nor3_1           63
xnor2_1         120
and3_1           28
edfxtp_1        101
xor2_1           76
nor4_1           39
nor2_1          255
clkbuf_1         67
inv_1            84
a21oi_1          74
o21ai_0          81
o22ai_1          34
nand2_1         204
mux2_2           35
dfxtp_1         276
ha_1             66
nor2b_1          37
==> layout make-up <==
cell class | count | area, sq um | share of cell area
well taps | 664 | 831 | 0.0283
flip-flops and latches | 380 | 8660 | 0.295
repair buffers | 683 | 5580 | 0.190
multi-input cells | 1625 | 12500 | 0.426
clock buffers | 58 | 1230 | 0.0420
clock inverters | 20 | 229 | 0.00780
inverters | 84 | 322 | 0.0110
==> cells by family (layout without fill, tap and decap cells) <==
| kind of cell | Yosys count | in the layout |
|---|---|---|
| buf+inv | 175 | 845 |
| fa+ha+maj | 70 | 70 |
| compound gates | 417 | 417 |
| mux | 63 | 63 |
| simple gates | 876 | 878 |
| xor+xnor | 196 | 196 |
| other cells | 1 | 1 |
| flops | 380 | 380 |
==> how the worst min path moves through the flow <==
| stage | cells past startpoint | slack [ps] | end | start |
|---|---|---|---|---|
| CTS | 1 | 70 | myks.state[2] | mysmallmux.out |
| global route | 1 | 90 | myks.state[1] | mysmallmux.out |
| finish | 1 | 70 | myks.state[2] | mysmallmux.out |
==> power by group through the flow <==
| stage | clock, mW | sequential, mW | combinational (mW) |
|---|---|---|---|
| global route | 10.6 | 9.52 | 0.474 |
| CTS | 10.3 | 9.51 | 0.428 |
| finish | 9.97 | 9.51 | 0.422 |
Power figures rest on the tool's default switching activity, not on a simulated workload.
